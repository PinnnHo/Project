## ./design.v

```verilog
module LCD_CTRL(clk, reset, cmd, cmd_valid, IROM_Q, IROM_rd, IROM_A, IRAM_valid, IRAM_D, IRAM_A, busy, done);
	input clk;
	input reset;
	input [3:0] cmd;
	input cmd_valid;
	input [7:0] IROM_Q;
	output reg IROM_rd;
	output reg[5:0] IROM_A;
	output reg IRAM_valid;
	output reg [7:0] IRAM_D;
	output reg [5:0] IRAM_A;
	output reg busy;
	output reg done;
	parameter READ = 2'd0;
	parameter IDLE_CMD = 2'd1;
	parameter OP = 2'd2;
	parameter WRITE = 2'd3;
	reg [1:0] state_cs;
	reg [1:0] state_ns;
	reg [7:0] ImageBuffer[63:0];
	reg [5:0] Max;
	reg [9:0] Sum;
	reg [5:0] Min;
	reg [5:0] counter;
	reg [5:0] P0;
	wire [5:0] P1;
	wire [5:0] P2;
	wire [5:0] P3;
	assign P1 = P0 + 6'd1;
	assign P2 = P0 + 6'd8;
	assign P3 = P0 + 6'd9;
	always@(posedge clk or posedge reset)begin
		if(reset) state_cs <= READ;
		else state_cs <= state_ns;
	end
	always@(*)begin
		case(state_cs)
			READ:
			begin
				if (IROM_A == 6'd63) state_ns = IDLE_CMD;
				else state_ns =READ;				
			end
			IDLE_CMD:
			begin
				if(cmd_valid && cmd != 4'd0) state_ns = OP;
				else if(cmd_valid && cmd == 4'd0) state_ns = WRITE;
				else state_ns = IDLE_CMD;
			end
			OP:
			begin
				state_ns = IDLE_CMD;
			end
			WRITE:
			begin
				state_ns = WRITE;
			end
		endcase
	end
	always@(*)begin
		case(state_cs)
			READ:
			begin
				IROM_rd = 1'd1;
				IRAM_valid = 1'd0;
				busy = 1'd1;
			end
			IDLE_CMD:
			begin
				IROM_rd = 1'd0;
				IRAM_valid = 1'd0;
				busy = 1'd0;
			end
			OP:
			begin
				IROM_rd = 1'd0;
				IRAM_valid = 1'd0;
				busy = 1'd1;
			end
			WRITE:
			begin
				IROM_rd = 1'd0;
				IRAM_valid = 1'd1;
				busy = 1'd1;
			end
		endcase
	end
	always@(posedge clk)begin
		if (reset == 1'd1) 	IROM_A <= 6'd0;
		else if (IROM_rd == 1'd1)begin
			if(IROM_A  == 6'd63)	IROM_A  <= 6'd0;
			else IROM_A  <= IROM_A  +6'd1;
		end
	end
	always@(posedge clk)begin
		if (reset == 1'd1) counter <= 6'd0;
		else if(IRAM_valid == 6'd1)begin
			if(counter == 6'd63) counter <= counter;
			else counter <= counter + 6'd1;
		end
	end
	always@(posedge clk)begin
		IRAM_A <= counter ;
	end
	always@(posedge clk)begin
		if (reset == 1'd1)	P0 <= 6'h1b;
		else begin
			if (state_cs == IDLE_CMD)begin
				case(cmd)
					4'd1:	 
					begin	
						if(P0 > 6'd7)	P0 <= P0 - 6'd8;
						else	P0 <= P0;
					end
					4'd2:	 
					begin
						if (P0 < 6'h30)	P0 <= P0 + 6'd8;
						else	P0 <= P0;
					end
					4'd3:	 
					begin
						if (P0 == 6'h0 || P0 == 6'h8 || P0 == 6'h10 || P0 == 6'h18 || P0 == 6'h20 || P0 == 6'h28 || P0 == 6'h30 || P0 == 6'h38)	P0 <= P0;
						else P0 <= P0 -6'd1;
					end
					4'd4:	 
					begin
						if (P0 == 6'h6 || P0 == 6'he || P0 == 6'h16 || P0 == 6'h1e || P0 == 6'h26 || P0 == 6'h2e || P0 == 6'h36 || P0 == 6'h3e)	P0 <= P0;
						else P0 <= P0 + 6'd1;
					end
				endcase
			end
		end
	end
	always@(*)begin 
		if(ImageBuffer[P0] >= ImageBuffer[P1] && ImageBuffer[P0] >= ImageBuffer[P2]&& ImageBuffer[P0] >= ImageBuffer[P3]) Max = ImageBuffer[P0];
		else if(ImageBuffer[P1] >= ImageBuffer[P0] && ImageBuffer[P1] >= ImageBuffer[P2]&& ImageBuffer[P1] >= ImageBuffer[P3]) Max = ImageBuffer[P1];
		else if(ImageBuffer[P2] >= ImageBuffer[P0] && ImageBuffer[P2] >= ImageBuffer[P1]&& ImageBuffer[P2] >= ImageBuffer[P3]) Max = ImageBuffer[P2];
		else Max = ImageBuffer[P3];	
	end
	always@(*)begin 
		if(ImageBuffer[P0] <= ImageBuffer[P1] && ImageBuffer[P0] <= ImageBuffer[P2]&& ImageBuffer[P0] <= ImageBuffer[P3]) Min = ImageBuffer[P0];
		else if(ImageBuffer[P1] <= ImageBuffer[P0] && ImageBuffer[P1] <= ImageBuffer[P2]&& ImageBuffer[P1] <= ImageBuffer[P3]) Min = ImageBuffer[P1];
		else if(ImageBuffer[P2] <= ImageBuffer[P0] && ImageBuffer[P2] <= ImageBuffer[P1]&& ImageBuffer[P2] <= ImageBuffer[P3]) Min = ImageBuffer[P2];
		else Min = ImageBuffer[P3];	
	end
	always@(*)begin 
		Sum = ImageBuffer[P0] + ImageBuffer[P1] + ImageBuffer[P2] + ImageBuffer[P3];
	end
	always@(posedge clk)begin
		case(state_cs)
			READ:
				begin
					if(IROM_rd == 1'd1) ImageBuffer[IROM_A] <= IROM_Q;
				end
			IDLE_CMD:
				begin
					case(cmd)
						4'd5:  
							begin
								ImageBuffer[P0] <= Max;
								ImageBuffer[P1] <= Max;
								ImageBuffer[P2] <= Max;
								ImageBuffer[P3] <= Max;
							end
						4'd6:  
							begin
								ImageBuffer[P0] <= Min;
								ImageBuffer[P1] <= Min;
								ImageBuffer[P2] <= Min;
								ImageBuffer[P3] <= Min;
							end
						4'd7:  
							begin
								ImageBuffer[P0] <= Sum[9:2];
								ImageBuffer[P1] <= Sum[9:2];
								ImageBuffer[P2] <= Sum[9:2];
								ImageBuffer[P3] <= Sum[9:2];
							end
						4'd8:  
							begin
								ImageBuffer[P0] <= ImageBuffer[P1];
								ImageBuffer[P1] <= ImageBuffer[P3];
								ImageBuffer[P2] <= ImageBuffer[P0];
								ImageBuffer[P3] <= ImageBuffer[P2];
							end
						4'd9:  
							begin
								ImageBuffer[P0] <= ImageBuffer[P2];
								ImageBuffer[P1] <= ImageBuffer[P0];
								ImageBuffer[P2] <= ImageBuffer[P3];
								ImageBuffer[P3] <= ImageBuffer[P1];
							end
						4'd10:  
							begin
								ImageBuffer[P0] <= ImageBuffer[P2];
								ImageBuffer[P1] <= ImageBuffer[P3];
								ImageBuffer[P2] <= ImageBuffer[P0];
								ImageBuffer[P3] <= ImageBuffer[P1];
							end
						4'd11:  
							begin
								ImageBuffer[P0] <= ImageBuffer[P1];
								ImageBuffer[P1] <= ImageBuffer[P0];
								ImageBuffer[P2] <= ImageBuffer[P3];
								ImageBuffer[P3] <= ImageBuffer[P2];
							end
					endcase
				end
			OP:
				begin
				end
			WRITE:
				begin
					if(IRAM_valid == 1'd1) IRAM_D <= ImageBuffer[counter];
				end
		endcase
	end
	always@(posedge clk)begin
		if(IRAM_A == 6'd63)	done <= 1'd1;
		else done <= 1'd0;
	end
endmodule
```

## ./run.sh

```bash
#!/bin/bash
# OpenROAD 26Q1-2900-gdf79404cd8, Yosys 0.63+post, stock flow scripts
make -C /OpenROAD-flow-scripts/flow DESIGN_CONFIG=/design/flow/config.mk WORK_HOME=/design/flow/orfs finish
```

## ./config.mk

```make
export PLATFORM = sky130hd
export DESIGN_NAME = LCD_CTRL
export DESIGN_NICKNAME = LCD_CTRL
export VERILOG_FILES = /design/flow/design.v
export SDC_FILE = /design/flow/constraint.sdc
export NUM_CORES = 4
export LEC_CHECK = 1
export CORE_UTILIZATION = 30
export SYNTH_HDL_FRONTEND = slang
```

## ./constraint.sdc

```tcl
current_design LCD_CTRL

set clk_period 26.0
set clk_io_pct 0.2

create_clock -name clk0 -period $clk_period [get_ports {clk}]

set non_clock_inputs [all_inputs -no_clocks]
set_input_delay [expr $clk_period * $clk_io_pct] -clock clk0 $non_clock_inputs
set_output_delay [expr $clk_period * $clk_io_pct] -clock clk0 [all_outputs]
```

==> Changelog: implementation <==
## Flow update

- Vias in the first global route: 58,690
- Critical path arrival: 11.62 ns
- Fraction of registers with async set/reset: 0.007207
- Full die area: 183,500 µm²
- Buffers and inverters on the worst path: 11
- DRT Wirelength: 423,200 µm
- CP Max Fanout: 43
- Distinct lib cells: 106
- Tool warnings: 32
- CTS tree: built
- Chip width: 428.4 µm
- Setup Skew: 0.05057 ns
- Num CTS Buffers: 75
- Number of port buffers: 38
- TNS Setup: 0 ns
- Largest net degree at the start of global routing: 69
- Drt first pass iters: 10
- Yosys cell count: 5,693
- MI comb area: 35,550 µm²
- Max cap viols: 0
- Final hold viol count: 0
- Slew Limit Fails: 0
- Initial DRC count: 9,532
- Hold WC Path Type: flip-flop to flip-flop
- DPL Wire Length: 292,000 µm
- Smallest hold slack: 0.4493 ns
- Register bit count reported by yosys: 555
- Post-cts gate resize count: 0
- Slew @ Worst Pin: 1.267 ns
- CTS Buffer Depth: 3
- Yosys stat area: 54,540 µm²
- GPL Wtd Cong: 1.208
- Placed inst area: 58,620 µm²
- Status: completed
- DP Worst Slack: 15.35 ns
- Final setup violation count: 0
- CP required: 26.48 ns
- Mapped cell area: 54,540 µm²
- Floorplan utilization: 0.3018
- Row cnt: 156
- Syn Area/Cell: 9.581 µm²
- CTS HTree Levels: 3
- Synth warn: 0
- Area growth syn-to-layout: 12.32%
- Core region area: 180,700 µm²
- Total global routing overflow: 0
- Crit path kind: flip-flop to flip-flop
- Worst setup margin: 14.86 ns
- F_max: 89.74 MHz
- Wire per inst: 51.93 µm
- Startpoint Class: flip-flop
- Residual DRC: 0
- Setup crit end kind: flip-flop
- CTS root buf: clkbuf_16
- Leakage dissipation: 20.23 nW
- Cell mode on critical path: buf_4
- Total GRT Usage: 0.4703
- Main synth FF type: edfxtp_1
- Antenna viol nets, final: 0
- Top cell area share: 0.2863
- Post-synth EDFFs: 520
- Top delay family on crit path: buffers and inverters
- Crit-path max cell delay: 0.64 ns
- Fillers: 18,100
- Max IR drop VDD: 0.07786 mV
- Vias per inst: 7.764
- Power Dens Cells: 67.62 nW/µm²
- Post-synth seq share: 0.2995
- Setup Buffers After CTS: 0
- Later-pin clock latency in the skew report: 0.77 ns
- CTS Hold Bufs: 0
- Register Area: 16,370 µm²
- CP max-delay cell: buf_4
- Initial antenna violation count: 61
- Cycle use final: 0.4286
- Die height: 428.4 µm
- Worst slew margin: 0.1552
- Cell area leaders: edfxtp_1 (29%), mux4_2 (17%), a22oi_1 (6.2%)
- Min cycle time layout: 11.14 ns
- # clock sinks: 555
- Final design instance area without fill: 61,260 µm²
- Clk slew on worst S/H paths: 0.06 ns
- Post-layout util: 0.3389
- RSZ-0062 raised after global routing: false
- Cells after Synth: 5,693
- First-pass GRT wire length: 552,600 µm
- I/O pins: 39
- DR vias: 63,270
- Share of layout cells above drive strength 1: 0.1979
- Post-synth top area cell: edfxtp_1
-- layout by cell type (no fill, tap or decap), types with 74 or more instances in the layout --
master     instances
a21oi_1          270
a221oi_1         164
a22oi_1          454
a31oi_1          111
buf_4            379
clkbuf_16         76
diode_2           94
edfxtp_1         520
inv_1             74
mux2_2            82
mux2i_1          148
mux4_2           402
nand2_1          676
nand3_1           98
nor2_1           593
o211ai_1         101
o21ai_0          183
o221ai_1         164
o22ai_1          172
-- cells in the mapped netlist (16+ instances only) --
master and n:
a21o_1 16, nand3_1 99, a31oi_1 112, a221oi_1 164
mux2i_1 148, nor2b_1 33, dfxtp_1 31, or3_1 38
fa_1 16, inv_1 76, a221o_1 27, clkbuf_1 284
nor3_1 69, a22o_1 18, mux4_2 402, or4_1 33
and2_1 16, a211oi_1 37, o211ai_1 101, ha_1 65
buf_1 50, nand2_1 682, o22a_1 35, o32ai_1 19
a22oi_1 454, nand3b_1 22, o32a_1 22, nand2b_1 31
buf_2 155, o21ai_0 188, o2111ai_1 21, mux2_2 82
edfxtp_1 520, o22ai_1 172, o221ai_1 164, and3_1 27
nand4_1 27, nor2_1 601, a21oi_1 273, buf_6 38
buf_4 37, a32oi_1 51
-- metrics by stage --
stage          cells  power [W]
6_report        8150   0.004142
5_1_grt         8100   0.004079
3_5_place_dp    7925   0.002902
2_1_floorplan   5693   0.001916
3_3_place_gp    7925   0.002907
4_1_cts         8056   0.003952
-- worst min-delay path: cells and delay by family, from the launching register on --
kind          cells  cell delay (ns)
flops             1             0.31
simple gates      2             0.10
-- logic make-up after synthesis --
family	share of synthesized area
buf+inv	0.05588
compound gates	0.2683
mux	0.2103
flops	0.2995
xor+xnor	0.005184
fa+ha+maj	0.02078
simple gates	0.1400
-- flip-flops by register name, indices dropped and copies added, names as in the netlist, named ones only --
register     count
ImageBuffer    512
IRAM_D           8
IRAM_A           6
IROM_A           6
P0               6
counter          6
state_cs         4
done             1
-- report_power, final --
part           internal [W]  leakage, nW  switching, W
Combinational      0.000456         14.1       0.00157
Clock              0.000588         1.15      0.000483
Sequential          0.00102         4.98     0.0000257
Total               0.00206         20.2       0.00208
-- final cells by class --
| type | instances | area share |
|---|---|---|
| tap | 2370 | 0.04840 |
| antenna | 94 | 0.003840 |
| clock buffer | 86 | 0.03215 |
| multi-input combinational | 4491 | 0.5804 |
| timing repair buffer | 427 | 0.05584 |
| inverter | 82 | 0.005024 |
| clock inverter | 45 | 0.007148 |
| sequential | 555 | 0.2672 |
-- layer usage --
layer,routed length [µm],vias to the layer above,track usage
met5,3692,-,0.1782
met4,47070,100,0.3747
met3,83010,2268,0.3840
met2,157700,6848,0.5817
met1,131800,30830,0.4960
li1,-,23230,-
-- path summary, 6_finish.rpt --
check,startpoint,to,slack (ns),cells after the start
worst max-delay path,P0[0]$_SDFFE_PP1P_,ImageBuffer[25][5]$_DFFE_PP_,14.86,33
worst min-delay path,IRAM_A[0]$_DFF_P_,done$_DFF_P_,0.45,2
worst max register to register,P0[0]$_SDFFE_PP1P_,ImageBuffer[25][5]$_DFFE_PP_,14.86,33
worst min register to register,IRAM_A[0]$_DFF_P_,done$_DFF_P_,0.45,2
max in group asynchronous,reset,state_cs[0]$_DFF_PP1_,20.67,3
min in group asynchronous,reset,state_cs[3]$_DFF_PP0_,5.00,3
Power figures rest on the tool's default switching activity, not on a simulated workload.
