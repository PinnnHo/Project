**flow/config.mk**
```make
export PLATFORM = sky130hd
export DESIGN_NAME = RGB2YUV
export DESIGN_NICKNAME = RGB2YUV
export VERILOG_FILES = /design/flow/design.v
export SDC_FILE = /design/flow/constraint.sdc
export NUM_CORES = 4
export LEC_CHECK = 1
export CORE_UTILIZATION = 40
export SYNTH_HDL_FRONTEND = slang
```
**flow/constraint.sdc**
```tcl
current_design RGB2YUV

set clk_period 8.4
set clk_io_pct 0.2

create_clock -name clk0 -period $clk_period [get_ports {clk}]

set non_clock_inputs [all_inputs -no_clocks]
set_input_delay [expr $clk_period * $clk_io_pct] -clock clk0 $non_clock_inputs
set_output_delay [expr $clk_period * $clk_io_pct] -clock clk0 [all_outputs]
```
**flow/design.v**
```verilog
module Add(A, B, Add);
	input signed [9-1:0] A, B;
	output [9-1:0] Add;
	assign Add = A + B;
endmodule
`timescale 1ns/1ps
module Controller ( start, rst_n, clk, done, control);
	input start, rst_n, clk;
	output reg done;
	output reg [14:0] control;
	reg [3:0] Current_State, Next_State;
	always @(posedge clk or negedge rst_n) begin
		if(!rst_n) Current_State <= 4'b0000;
		else Current_State <= Next_State;
	end
	always @(Current_State or start)
	begin
		case (Current_State)
			4'b0000:
			begin
				control = 15'b1_1_1_0_0_0_0_0_00_0_0_0_0_0;
				done = 1'b0;
				if(~start) Next_State = 4'b0000;
				else Next_State = 4'b0001;
			end
			4'b0001:
			begin
				control = 15'b0_0_0_1_1_1_0_0_01_0_0_0_0_0;
				done = 1'b0;
				Next_State = 4'b0010;
			end
			4'b0010:
			begin
				control = 15'b0_0_0_1_1_0_1_1_10_0_0_0_0_0;
				done = 1'b0;
				Next_State = 4'b0011;
			end
			4'b0011:
			begin
				control = 15'b1_0_1_1_1_0_1_1_11_0_1_0_1_0;
				done = 1'b0;
				Next_State = 4'b0100;
			end
			4'b0100:
			begin
				control = 15'b0_0_1_0_0_1_1_0_00_1_0_0_1_1;
				done = 1'b0;
				Next_State = 4'b0101;
			end
			4'b0101:
			begin
				control = 15'b0_1_0_0_0_0_0_0_00_1_0_1_0_0;
				done = 1'b0;
				Next_State = 4'b0110;
			end
			4'b0110:
			begin
				control = 15'b0_1_0_0_0_0_0_0_00_1_0_1_0_0;
				done = 1'b1;
				Next_State = 4'b0000;
			end
			default:
			begin
				control= 15'b0_1_0_0_0_0_0_0_00_1_0_1_0_0;
				done = 1'b1;
				Next_State = 4'b0000;
			end
		endcase
	end
endmodule
`timescale 1ns/1ps
module Datapath ( inportR, inportG, inportB, control, clk, rst_n, outportY, outportU, outportV, done );
	input [9-1:0] inportR, inportG, inportB;
	input [14:0] control;
	input clk, rst_n, done;
	output [9-1:0] outportY, outportU, outportV;
	wire [9-1:0] M1_OUT, M2_OUT, M3_OUT, M4_OUT, M5_OUT, M6_OUT, M7_OUT;
	wire [9-1:0] M8_OUT, M9_OUT, add1, mul2, add2, mul3, add3, mul1, R1, R2, R3, R4, R5, R6, R7, R8;
	wire [9*3-1:0]  data;
	Register r1( .D(M2_OUT), .reset(rst_n), .clk(clk), .load(control[14:14]), .Q(R1) );
	Register r2( .D(M3_OUT), .reset(rst_n), .clk(clk), .load(control[13:13]), .Q(R2) );
	Register r3( .D(M4_OUT), .reset(rst_n), .clk(clk), .load(control[12:12]), .Q(R3) );
	Register r4( .D(mul1), .reset(rst_n), .clk(clk), .load(control[11:11]), .Q(R4) );
	Register r5( .D(mul2), .reset(rst_n), .clk(clk), .load(control[10:10]), .Q(R5) );
	Register r6( .D(M5_OUT), .reset(rst_n), .clk(clk), .load(control[9:9]), .Q(R6) );
	Register r7( .D(add1), .reset(rst_n), .clk(clk), .load(control[8:8]), .Q(R7) );
	Register r8( .D(mul3), .reset(rst_n), .clk(clk), .load(control[7:7]), .Q(R8) );
	MUX2 M1 ( .A(R6), .B(R3), .S(control[4:4]), .Y(M1_OUT) );
	MUX2 M2 ( .A(inportR), .B(add3), .S(control[3:3]), .Y(M2_OUT) );
	MUX2 M3 ( .A(inportG), .B(add3), .S(control[2:2]), .Y(M3_OUT) );
	MUX2 M4 ( .A(inportB), .B(add2), .S(control[1:1]), .Y(M4_OUT) );
	MUX2 M5 ( .A(mul3), .B(add3), .S(control[0:0]), .Y(M5_OUT) );
	Mul FU1 ( .A(R1), .B(data[26:18]), .Mul(mul1) );
	Add FU2 ( .A(R4), .B(R5), .Add(add1) );
	Mul FU3 ( .A(R2), .B(data[17:9]), .Mul(mul2) );
	Add FU4 ( .A(R8), .B(9'b010000000), .Add(add2) );
	Mul FU5 ( .A(R3), .B(data[8:0]), .Mul(mul3) );
	Add FU6 ( .A(M1_OUT), .B(R7), .Add(add3) );
	ROM ROM1 ( .clk(clk), .addr(control[6:5]), .data(data) );
	Register r11(R1, rst_n, clk, done, outportY);
	Register r12(R6, rst_n, clk, done, outportU);
	Register r13(R2, rst_n, clk, done, outportV);
endmodule
module MUX2 (
	input [9-1:0] A, B,
	input S,
	output reg [9-1:0] Y
	);
	always @(*) begin
		case (S)
			1'b0: Y = A;
			1'b1: Y = B;
			default : Y = A;
		endcase
	end
endmodule
module Mul(A, B, Mul);
	input signed [9-1:0] A, B;
	output [9-1:0] Mul;
	wire s;
	wire [7:0] N;
	assign {s, Mul, N} = A * B;
endmodule
`timescale 1ns/1ps
module RGB2YUV (start, clk, rst_n, inportR, inportG, inportB, done, outportY, outportU, outportV);
	input start, clk, rst_n;  
	input [9-1:0] inportR, inportG, inportB;  
	output done;	 
	output [9-1:0] outportY, outportU, outportV;	 
	wire [14:0] control;
	Controller Controller( .start(start), .rst_n(rst_n), .clk(clk), .done(done), .control(control) );
	Datapath Datapath( .inportR(inportR), .inportG(inportG), .inportB(inportB), .control(control), .clk(clk),
		.rst_n(rst_n), .outportY(outportY), .outportU(outportU), .outportV(outportV) ,.done(done) );
endmodule
module ROM (clk, addr, data);
	input clk;
	input [1:0] addr;
	output reg [26:0] data;
	always @(*)
	begin
		case(addr)
			2'b00: data <= 27'b0;
			2'b01: data <= 27'b001001100_010010110_000011101;
			2'b10: data <= 27'b111010101_110101100_010000000;
			2'b11: data <= 27'b010000000_110010101_111101100;
		endcase
	end
endmodule
module Register (
	input [9-1:0] D,
	input reset, clk, load,
	output reg [9-1:0] Q
	);
	always @(posedge clk or negedge reset) begin
		if(!reset)
			Q <= 9'b0;
		else if(load)
			Q <= D;
	end
endmodule
```
**flow/run.sh**
```bash
#!/bin/bash
# OpenROAD 26Q1-2900-gdf79404cd8, Yosys 0.63+post, stock flow scripts
make -C /OpenROAD-flow-scripts/flow DESIGN_CONFIG=/design/flow/config.mk WORK_HOME=/design/flow/orfs finish
```
==> run summary <==
Storage cell area - 2650 um^2
Mapped Area - 12200 um^2
Layout area overhead - 10.5%
Worst Path Required - 8650 ps
Cell Int Power - 742 uW
Combinational Area - 8420 um^2
Outcome - completed
Setup Skew - 17.9 ps
Final HPWL DP - 22200 um
Switching Fraction - 0.252
Worst-path fanout max - 23
Count of library flops with an enable pin - 0
Gate Count Post-Synth - 1317
Number of synthesis warnings - 0
Post-DRT Antenna Nets - 0
Fin Setup TNS - 0 ps
Worst slew pin tran - 766 ps
Layout fillers - 2868
Mean Syn Cell Area - 9.26 um^2
DR WL/cell - 15.6 um
Clk Tree Root Cell - clkbuf_16
Post-synth seq share - 0.218
Skew-Pair Late Insertion Delay - 360 ps
Drt pass-1 iters - 5
Clock power frac - 0.454
WHS Path Cells - 0
Tmin final - 7210 ps
Core Footprint - 29800 um^2
Clock buffer depth - 2
# DRC - 0
Port bufs - 57
Worst-path clk slew - 90 ps
Initial antenna violation count - 0
Diodes inserted - 0
Max Cap Violations - 0
Final period utilization - 0.859
RD Place Congestion - 0.900
GR Util All Layers - 0.198
Pwr dens - 73.7 nW/um^2
Largest net degree at the start of global routing - 53
Post CTS Setup Buffer Count - 0
Setup crit start kind - register
Dominant flop cell - dfrtp_1
Init Core Util - 0.409
OpenROAD warning count - 30
Top cells, area - fa_1 (25%), dfrtp_1 (22%), ha_1 (14%)
Type of the worst setup path - register to register
Die width - 177 um
Maximum clock frequency - 139 MHz
First-pass GRT wire length - 45800 um
Die area - 31200 um^2
Post-synth regs - 106
Chip area line of the yosys report - 12200 um^2
Area leader share - 0.253
Resized Gates After CTS - 0
Peak supply drop - 88.8 uV
WP data arrival - 7460 ps
Relative slew slack - 0.489
CTS sink count - 106
Slew Viols, Final - 0
Final setup viols - 0
Yosys top cell by instances - inv_1
RSZ-0062 raised after global routing - no
Min Hold Slack - 397 ps
Share of post-route cells with drive strength above 1 - 0.0360
Total gr overflow - 0
Drt initial violations - 373
Distinct cell type count after synthesis - 54
Vias in the first global route - 8765
DIE HEIGHT - 177 um
P_sw - 250 uW
Endpoints failing hold - 0
Cell type with the largest total area - fa_1
Leakage - 6.81 nW
TritonCTS clock tree - yes
# Cells Yosys - 1317
Top cells by count, synth - inv_1 (247), nand2_1 (198), fa_1 (154)
Final WL - 27400 um
Ports - 58
TritonCTS Buffers - 9
R2R depth - 22
Cell row count - 63
Async SR Flop Fraction - 1.00
Power share of the combinational group - 0.032
# H-tree levels - 3
Min-Delay Path Class - register to register
Vias - 8447
Seq pwr share - 0.514
Crit end category - register
Hold_buf cts - 0
DR vias/cell - 4.82
[critical path, stage by stage (launching register included)]
cell and delay (ps):
dfrtp_1 630, nor2_1 680, inv_1 430, ha_1 450
or2_2 430, buf_4 220, nand2_1 100, fa_1 430
fa_1 450, fa_1 480, inv_1 50, fa_1 470
inv_1 50, fa_1 490, inv_1 40, ha_1 320
nand4b_1 100, o21ai_0 340, nand3_1 160, nand2_1 190
a41oi_1 160, xnor2_1 140, mux2_2 260
[final timing paths]
| path | endpoint | slack, ps | from |
|---|---|---|---|
| max | Datapath.r4.Q[8]$_DFFE_PN0P_ | 1190 | Controller.Current_State[6]$_DFF_PN0_ |
| max in group asynchronous | Datapath.r1.Q[0]$_DFFE_PN0P_ | 5770 | rst_n |
| min reg2reg | Controller.Current_State[3]$_DFF_PN0_ | 400 | Controller.Current_State[5]$_DFF_PN0_ |
| min in group asynchronous | Datapath.r2.Q[6]$_DFFE_PN0P_ | 1190 | rst_n |
| max reg2reg | Datapath.r4.Q[8]$_DFFE_PN0P_ | 1190 | Controller.Current_State[6]$_DFF_PN0_ |
| min | Controller.Current_State[3]$_DFF_PN0_ | 400 | Controller.Current_State[5]$_DFF_PN0_ |
[power by group through the flow]
stage,clock [mW],combinational [mW],sequential [mW]
6_report,0.451,0.0318,0.510
5_1_grt,0.482,0.0356,0.510
4_1_cts,0.466,0.0327,0.510
[cell type report]
class,count,area share
inverter,251,0.0703
timing repair buffer,68,0.0483
clock buffer,9,0.0167
multi-input combinational,922,0.625
sequential,106,0.197
clock inverter,7,0.00696
tap,390,0.0362
[cell usage in the layout, fill, tap and decap left out, types with 5 or more instances in the layout]
master / n
inv_1: 247
nand2_1: 198
fa_1: 154
ha_1: 140
dfrtp_1: 105
and2_1: 65
clkdlybuf4s50_1: 56
o21ai_0: 55
nor2_1: 52
a21oi_1: 41
xnor2_1: 40
mux2i_1: 35
xor2_1: 25
nor2b_1: 20
nand2b_1: 12
buf_4: 12
mux2_2: 11
a21o_1: 11
clkbuf_16: 9
nand3_1: 6
nor3_1: 6
or3_1: 5
[sequential cells by signal, indices dropped and copies added, names as in the netlist]
register and flops:
Datapath.r4.Q 9, Controller.Current_State 7, Datapath.r2.Q 9, Datapath.r3.Q 9, Datapath.r12.Q 9, Datapath.r5.Q 9, Datapath.r13.Q 9, Datapath.r7.Q 9
Datapath.r6.Q 9, Datapath.r1.Q 9, Datapath.r11.Q 9, Datapath.r8.Q 9
[per-stage QoR]
stage,power [mW],instance area (um^2),setup slack [ps],cells,utilization
floorplan,0.524,12200,2120,1318,-
global placement,0.553,13200,1340,1737,0.442
detailed placement,0.552,13200,1260,1737,0.442
CTS,1.01,13500,1180,1753,0.452
global route,1.03,13500,731,1753,0.452
finish,0.993,13500,1190,1753,0.452
[routing by layer]
layer / part of all wire / global-route usage / up-vias
met5: 0 / 0 / -
met4: 0.0071 / 0.0136 / 0
li1: - / - / 4168
met1: 0.47 / 0.311 / 4064
met3: 0.074 / 0.0617 / 18
met2: 0.45 / 0.295 / 197
[logic make-up (layout without fill, tap and decap cells)]
kind of cell | count (synthesis) | in the layout | synth area share
XOR/XNOR | 65 | 65 | 0.0467
AND-OR/OR-AND | 136 | 136 | 0.0654
buffers and inverters | 290 | 335 | 0.0925
flip-flops | 106 | 106 | 0.218
adder cells (fa/ha/maj) | 294 | 294 | 0.397
multiplexers | 46 | 46 | 0.0389
AND/OR/NAND/NOR | 378 | 378 | 0.142
other | 2 | 3 | 0.000616
Power is estimated from default activity; no workload was simulated.
